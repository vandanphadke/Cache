$ cat flow/design.v
module D_ff( 
	input clk, 
	input reset, 
	input regWrite, 
	input decOut1b , 
	input d, 
	output reg q);
	always @ (negedge clk)
		begin
			if(reset==1)
				q=0;
			else
				if(regWrite == 1 && decOut1b==1)
					begin
						q=d;
					end
		end
endmodule
module register32bit( 
	input clk, 
	input reset, 
	input regWrite, 
	input decOut1b, 
	input [31:0] writeData,
	output [31:0] outR );
	D_ff d_ff0(clk, reset, regWrite, decOut1b ,writeData[0], outR[0]);
	D_ff d_ff1(clk, reset, regWrite, decOut1b ,writeData[1], outR[1]);
	D_ff d_ff2(clk, reset, regWrite, decOut1b ,writeData[2], outR[2]);
	D_ff d_ff3(clk, reset, regWrite, decOut1b ,writeData[3], outR[3]);
	D_ff d_ff4(clk, reset, regWrite, decOut1b ,writeData[4], outR[4]);
	D_ff d_ff5(clk, reset, regWrite, decOut1b ,writeData[5], outR[5]);
	D_ff d_ff6(clk, reset, regWrite, decOut1b ,writeData[6], outR[6]);
	D_ff d_ff7(clk, reset, regWrite, decOut1b ,writeData[7], outR[7]);
	D_ff d_ff8(clk, reset, regWrite, decOut1b ,writeData[8], outR[8]);
	D_ff d_ff9(clk, reset, regWrite, decOut1b ,writeData[9], outR[9]);
	D_ff d_ff10(clk, reset, regWrite, decOut1b ,writeData[10], outR[10]);
	D_ff d_ff11(clk, reset, regWrite, decOut1b ,writeData[11], outR[11]);
	D_ff d_ff12(clk, reset, regWrite, decOut1b ,writeData[12], outR[12]);
	D_ff d_ff13(clk, reset, regWrite, decOut1b ,writeData[13], outR[13]);
	D_ff d_ff14(clk, reset, regWrite, decOut1b ,writeData[14], outR[14]);
	D_ff d_ff15(clk, reset, regWrite, decOut1b ,writeData[15], outR[15]);
	D_ff d_ff16(clk, reset, regWrite, decOut1b ,writeData[16], outR[16]);
	D_ff d_ff17(clk, reset, regWrite, decOut1b ,writeData[17], outR[17]);
	D_ff d_ff18(clk, reset, regWrite, decOut1b ,writeData[18], outR[18]);
	D_ff d_ff19(clk, reset, regWrite, decOut1b ,writeData[19], outR[19]);
	D_ff d_ff20(clk, reset, regWrite, decOut1b ,writeData[20], outR[20]);
	D_ff d_ff21(clk, reset, regWrite, decOut1b ,writeData[21], outR[21]);
	D_ff d_ff22(clk, reset, regWrite, decOut1b ,writeData[22], outR[22]);
	D_ff d_ff23(clk, reset, regWrite, decOut1b ,writeData[23], outR[23]);
	D_ff d_ff24(clk, reset, regWrite, decOut1b ,writeData[24], outR[24]);
	D_ff d_ff25(clk, reset, regWrite, decOut1b ,writeData[25], outR[25]);
	D_ff d_ff26(clk, reset, regWrite, decOut1b ,writeData[26], outR[26]);
	D_ff d_ff27(clk, reset, regWrite, decOut1b ,writeData[27], outR[27]);
	D_ff d_ff28(clk, reset, regWrite, decOut1b ,writeData[28], outR[28]);
	D_ff d_ff29(clk, reset, regWrite, decOut1b ,writeData[29], outR[29]);
	D_ff d_ff30(clk, reset, regWrite, decOut1b ,writeData[30], outR[30]);
	D_ff d_ff31(clk, reset, regWrite, decOut1b ,writeData[31], outR[31]);
endmodule
module register26bit( 
	input clk, 
	input reset, 
	input regWrite, 
	input decOut1b, 
	input [25:0] writeData,
	output [25:0] outR );
	D_ff dff0(clk, reset, regWrite, decOut1b ,writeData[0], outR[0]);
	D_ff dff1(clk, reset, regWrite, decOut1b ,writeData[1], outR[1]);
	D_ff dff2(clk, reset, regWrite, decOut1b ,writeData[2], outR[2]);
	D_ff dff3(clk, reset, regWrite, decOut1b ,writeData[3], outR[3]);
	D_ff dff4(clk, reset, regWrite, decOut1b ,writeData[4], outR[4]);
	D_ff dff5(clk, reset, regWrite, decOut1b ,writeData[5], outR[5]);
	D_ff dff6(clk, reset, regWrite, decOut1b ,writeData[6], outR[6]);
	D_ff dff7(clk, reset, regWrite, decOut1b ,writeData[7], outR[7]);
	D_ff dff8(clk, reset, regWrite, decOut1b ,writeData[8], outR[8]);
	D_ff dff9(clk, reset, regWrite, decOut1b ,writeData[9], outR[9]);
	D_ff dff10(clk, reset, regWrite, decOut1b ,writeData[10], outR[10]);
	D_ff dff11(clk, reset, regWrite, decOut1b ,writeData[11], outR[11]);
	D_ff dff12(clk, reset, regWrite, decOut1b ,writeData[12], outR[12]);
	D_ff dff13(clk, reset, regWrite, decOut1b ,writeData[13], outR[13]);
	D_ff dff14(clk, reset, regWrite, decOut1b ,writeData[14], outR[14]);
	D_ff dff15(clk, reset, regWrite, decOut1b ,writeData[15], outR[15]);
	D_ff dff16(clk, reset, regWrite, decOut1b ,writeData[16], outR[16]);
	D_ff dff17(clk, reset, regWrite, decOut1b ,writeData[17], outR[17]);
	D_ff dff18(clk, reset, regWrite, decOut1b ,writeData[18], outR[18]);
	D_ff dff19(clk, reset, regWrite, decOut1b ,writeData[19], outR[19]);
	D_ff dff20(clk, reset, regWrite, decOut1b ,writeData[20], outR[20]);
	D_ff dff21(clk, reset, regWrite, decOut1b ,writeData[21], outR[21]);
	D_ff dff22(clk, reset, regWrite, decOut1b ,writeData[22], outR[22]);
	D_ff dff23(clk, reset, regWrite, decOut1b ,writeData[23], outR[23]);
	D_ff dff24(clk, reset, regWrite, decOut1b ,writeData[24], outR[24]);
	D_ff dff25(clk, reset, regWrite, decOut1b ,writeData[25], outR[25]);
endmodule
module tag_array(
	input clk, 
	input reset, 
	input regWrite, 
	input decOut1b, 
	input [25:0] tag_in0, tag_in1, tag_in2, tag_in3, tag_in4, tag_in5, tag_in6, tag_in7,
	output [25:0] tag_out0, tag_out1, tag_out2, tag_out3, tag_out4, tag_out5, tag_out6, tag_out7
	);
	register26bit R0(clk, reset, regWrite, decOut1b, tag_in0, tag_out0 );
	register26bit R1(clk, reset, regWrite, decOut1b, tag_in1, tag_out1 );
	register26bit R2(clk, reset, regWrite, decOut1b, tag_in2, tag_out2 );
	register26bit R3(clk, reset, regWrite, decOut1b, tag_in3, tag_out3 );
	register26bit R4(clk, reset, regWrite, decOut1b, tag_in4, tag_out4 );
	register26bit R5(clk, reset, regWrite, decOut1b, tag_in5, tag_out5 );
	register26bit R6(clk, reset, regWrite, decOut1b, tag_in6, tag_out6 );
	register26bit R7(clk, reset, regWrite, decOut1b, tag_in7, tag_out7 );
endmodule
module block_array(
	input clk, 
	input reset, 
	input regWrite, 
	input decOut1b, 
	input [31:0] block_in0, block_in1, block_in2, block_in3, block_in4, block_in5, block_in6, block_in7,
	output [31:0] block_out0, block_out1, block_out2, block_out3, block_out4, block_out5, block_out6, block_out7
	);
	register32bit r0(clk, reset, regWrite, decOut1b, block_in0, block_out0 );
	register32bit r1(clk, reset, regWrite, decOut1b, block_in1, block_out1 );
	register32bit r2(clk, reset, regWrite, decOut1b, block_in2, block_out2 );
	register32bit r3(clk, reset, regWrite, decOut1b, block_in3, block_out3 );
	register32bit r4(clk, reset, regWrite, decOut1b, block_in4, block_out4 );
	register32bit r5(clk, reset, regWrite, decOut1b, block_in5, block_out5 );
	register32bit r6(clk, reset, regWrite, decOut1b, block_in6, block_out6 );
	register32bit r7(clk, reset, regWrite, decOut1b, block_in7, block_out7 );
endmodule
module valid_bit_array(
	input clk, 
	input reset, 
	input regWrite, 
	input decOut1b, 
	input valid_in0, valid_in1, valid_in2, valid_in3, valid_in4, valid_in5, valid_in6, valid_in7,
	output valid_out0, valid_out1, valid_out2, valid_out3, valid_out4, valid_out5, valid_out6, valid_out7
	);
	D_ff valid0(clk, reset, regWrite, decOut1b ,valid_in0, valid_out0);
	D_ff valid1(clk, reset, regWrite, decOut1b ,valid_in1, valid_out1);
	D_ff valid2(clk, reset, regWrite, decOut1b ,valid_in2, valid_out2);
	D_ff valid3(clk, reset, regWrite, decOut1b ,valid_in3, valid_out3);
	D_ff valid4(clk, reset, regWrite, decOut1b ,valid_in4, valid_out4);
	D_ff valid5(clk, reset, regWrite, decOut1b ,valid_in5, valid_out5);
	D_ff valid6(clk, reset, regWrite, decOut1b ,valid_in6, valid_out6);
	D_ff valid7(clk, reset, regWrite, decOut1b ,valid_in7, valid_out7);
endmodule
$ cat flow/run.sh
#!/bin/bash
# OpenROAD 26Q1-2900-gdf79404cd8, Yosys 0.63+post, stock flow scripts
make -C /OpenROAD-flow-scripts/flow DESIGN_CONFIG=/design/flow/config.mk WORK_HOME=/design/flow/orfs finish
$ cat flow/constraint.sdc
current_design block_array

set clk_period 1.0
set clk_io_pct 0.2

create_clock -name clk0 -period $clk_period [get_ports {clk}]

set non_clock_inputs [all_inputs -no_clocks]
set_input_delay [expr $clk_period * $clk_io_pct] -clock clk0 $non_clock_inputs
set_output_delay [expr $clk_period * $clk_io_pct] -clock clk0 [all_outputs]
$ cat flow/config.mk
export PLATFORM = sky130hd
export DESIGN_NAME = block_array
export DESIGN_NICKNAME = block_array
export VERILOG_FILES = /design/flow/design.v
export SDC_FILE = /design/flow/constraint.sdc
export NUM_CORES = 4
export LEC_CHECK = 1
export CORE_AREA = 10 10 336 336
export DIE_AREA = 0 0 346 346
==> changes_impl.md <==
### Physical design

- Most numerous logic cells after layout: inv_1, clkdlybuf4s50_1, dfxtp_2
- HPWL Detailed: 34.8 mm
- Final Skew: 0 ns
- I/O Pins: 516
- Drt total wl: 58.2 mm
- Max-cap violations: 0
- Setup_tns: -202.18 ns
- Routed vias/inst: 3.61
- Total power: 34.1 mW
- Slowest cell on the critical path: dfxtp_4
- Die H: 346 µm
- Clk buf depth: 3
- VDD IR max: 1.32 mV
- Drt pass-1 iters: 5
- Failing checks: setup timing
- CTS Buf Count: 36
- Tool Warnings: 284
- Critical Path Sink Type: primary output
- Hold Path Class: primary input to flip-flop
- Post-Layout Cell Count: 3450
- Final core area utilization: 0.221
- Combinational power share: 0.163
- Std cell rows: 119
- Die area: 120000 µm²
- Via Count: 12500
- Layout area overhead: 77.8%
- Synth Area per Inst: 9.21 µm²
- WP buf/inv: 1
- Post-synth seq share: 0.391
- Unique cell types: 12
- Crit Path Category: flip-flop to primary output
- Hold Fails Final Rpt: 0
- Drt wl/cell: 16.9 µm
- P_sw: 10.6 mW
- Core Util at FP: 0.124
- Most frequent logic cell in the layout: inv_1
- Crit Path Max Fanout: 2
- Hold buffers post-CTS: 0
- GR Overflow Total: 0
- Startpoint types: flip-flop
- Critical Path AT: 1.65 ns
- Power Dens Cells: 1460 nW/µm²
- Seq pwr share: 0.326
- DRT iter0 DRCs: 467
- Final Max Tran Viols: 0
- Synth warnings: 1
- Leakage: 10.1 nW
- Count of final setup violators: 498
- Global-route wire length before repair: 74.6 mm
- Fillers: 11200
- Internal power: 23.5 mW
- Latency at later pin: 0.62 ns
- Worst-Margin Slew: 0.380 ns
- GRT Overall Usage: 0.0803
- Port Buf Inserts: 515
- Total core area: 105000 µm²
- Clock share of power: 0.512
- Synth Instances: 1423
- Final worst setup slack: -0.852 ns
- Antenna viol nets, final: 0
- Share of post-route cells with drive strength above 1: 0.496
- Max incr delay on CP: 0.41 ns
- Vias in the first global route: 12400
- Yosys chip area: 13100 µm²
- Rel. slew slack: 0.747
- Die Span X: 346 µm
- Clock Pin Slew Worst Setup and Hold Paths: 0.04 ns
- CTS tree: built
- Drt drc: 0
- Pin count of the biggest net entering global routing: 53
- Initial antenna violation count: 4
- CP required: 0.80 ns
- H-tree depth: 2
- Clock Root Buffer: clkbuf_16
- Syn Std Cell Area: 13100 µm²
- Post-synth regs: 256
- Routability cong.: 0.829
- Critical path, cell by cell: buf_6
- Top delay family on crit path: flip-flops
- Post-Place Worst Slack: -0.863 ns
- CTS sink count: 256
- Yosys cell count: 1423
- Status: finished with violations
- Unrepaired setup endpoints after global routing: true
- Sw Ratio: 0.311
- Placed cell count: 3027
==> power groups by stage <==
stage     registers [mW]  clock network [mW]  logic, mW
4_1_cts             11.1                18.2       4.29
6_report            11.1                17.4       5.55
5_1_grt             11.1                19.6       5.92
==> layout make-up <==
| class | instances | area (µm²) | area share |
|---|---|---|---|
| sequential | 256 | 5460 | 0.234 |
| tap | 1391 | 1740 | 0.0747 |
| clock buffer | 36 | 901 | 0.0386 |
| antenna | 2 | 5.00 | 0.000215 |
| timing repair buffer | 714 | 7850 | 0.337 |
| multi-input combinational | 768 | 6100 | 0.262 |
| clock inverter | 283 | 1260 | 0.0539 |
==> cells by family (layout without fill, tap and decap cells) <==
kind of cell,Yosys count,in the layout,share of synthesized area
AOI/OAI and AO/OA,512,512,0.297
buffers and inverters,399,1033,0.214
DFF,256,256,0.391
and+or+nand+nor,256,256,0.0977
other,0,2,0
==> worst paths after layout <==
kind	startpoint	to	slack (ns)	cells after the start
max	r6.d_ff21.q$_SDFFE_NP0P_	block_out6[21]	-0.85	1
min	reset	r6.d_ff26.q$_SDFFE_NP0P_	0.29	2
max reg2reg	r6.d_ff16.q$_SDFFE_NP0P_	r6.d_ff16.q$_SDFFE_NP0P_	0.08	3
min reg2reg	r5.d_ff7.q$_SDFFE_NP0P_	r5.d_ff7.q$_SDFFE_NP0P_	0.55	2
==> per-stage QoR <==
step                      cell area [µm²]  hold WS, ns
after floorplan                     13200        0.544
after global placement              18300        0.551
after detailed placement            18300        0.553
final                               23300        0.291
after global routing                23300        0.263
after CTS                           20400        0.256
==> synthesized netlist by cell type <==
cell type,number,area [µm²]
a21bo_1,211,2110
a21bo_2,45,450
a21oi_1,243,1220
a21oi_2,13,114
buf_1,8,30.0
buf_2,77,385
buf_4,260,1950
buf_6,32,360
clkbuf_1,21,78.8
dfxtp_1,256,5120
inv_1,1,3.75
nand3_1,256,1280
==> layer usage <==
layer,GRT usage,vias up,share of wire
met5,0,-,0.0010
met4,0.0274,8,0.023
met3,0.0500,83,0.10
met2,0.114,570,0.44
met1,0.0987,5843,0.43
li1,-,5960,-
==> what timing repair did <==
item,in CTS,in global routing
resized,1182,365
buffers inserted,19,18
pin swaps,13,239
endpoints found under the setup margin,279,490
cloned,13,59
No activity file was given, so power comes from the tool's default toggle rates.

--- config.mk ---
export PLATFORM = sky130hd
export DESIGN_NAME = LRU_Square
export DESIGN_NICKNAME = LRU_Square
export VERILOG_FILES = /design/flow/design.v
export SDC_FILE = /design/flow/constraint.sdc
export NUM_CORES = 4
export LEC_CHECK = 1
export CORE_UTILIZATION = 30
--- constraint.sdc ---
current_design LRU_Square

set clk_period 1.7
set clk_io_pct 0.2

create_clock -name clk0 -period $clk_period [get_ports {clk}]

set non_clock_inputs [all_inputs -no_clocks]
set_input_delay [expr $clk_period * $clk_io_pct] -clock clk0 $non_clock_inputs
set_output_delay [expr $clk_period * $clk_io_pct] -clock clk0 [all_outputs]
--- design.v ---
module D_FF(input clk, input set, input reset, output reg Q);
  always @(negedge clk)
  begin
    if(reset==1'b1)
			Q=0;
		else
		begin
			if(set)
				Q=1;
			else
				Q=Q;
		end
	end
endmodule
module NxN_DFFs(input clk, input reset, input [7:0] decOut, output [7:0] NxNOut);
  	wire [7:0]rPin;
	assign rPin=decOut|{8{reset}};
	wire [7:0] d0Out,d1Out,d2Out,d3Out,d4Out,d5Out,d6Out,d7Out;
	D_FF d0_0 (clk, decOut[0], rPin[0], d0Out[0]);
	D_FF d0_1 (clk, decOut[0], rPin[1], d0Out[1]);
	D_FF d0_2 (clk, decOut[0], rPin[2], d0Out[2]);
	D_FF d0_3 (clk, decOut[0], rPin[3], d0Out[3]);
	D_FF d0_4 (clk, decOut[0], rPin[4], d0Out[4]);
	D_FF d0_5 (clk, decOut[0], rPin[5], d0Out[5]);
	D_FF d0_6 (clk, decOut[0], rPin[6], d0Out[6]);
	D_FF d0_7 (clk, decOut[0], rPin[7], d0Out[7]);
	D_FF d1_0 (clk, decOut[1], rPin[0], d1Out[0]);
	D_FF d1_1 (clk, decOut[1], rPin[1], d1Out[1]);
	D_FF d1_2 (clk, decOut[1], rPin[2], d1Out[2]);
	D_FF d1_3 (clk, decOut[1], rPin[3], d1Out[3]);
	D_FF d1_4 (clk, decOut[1], rPin[4], d1Out[4]);
	D_FF d1_5 (clk, decOut[1], rPin[5], d1Out[5]);
	D_FF d1_6 (clk, decOut[1], rPin[6], d1Out[6]);
	D_FF d1_7 (clk, decOut[1], rPin[7], d1Out[7]);
	D_FF d2_0 (clk, decOut[2], rPin[0], d2Out[0]);
	D_FF d2_1 (clk, decOut[2], rPin[1], d2Out[1]);
	D_FF d2_2 (clk, decOut[2], rPin[2], d2Out[2]);
	D_FF d2_3 (clk, decOut[2], rPin[3], d2Out[3]);
	D_FF d2_4 (clk, decOut[2], rPin[4], d2Out[4]);
	D_FF d2_5 (clk, decOut[2], rPin[5], d2Out[5]);
	D_FF d2_6 (clk, decOut[2], rPin[6], d2Out[6]);
	D_FF d2_7 (clk, decOut[2], rPin[7], d2Out[7]);
	D_FF d3_0 (clk, decOut[3], rPin[0], d3Out[0]);
	D_FF d3_1 (clk, decOut[3], rPin[1], d3Out[1]);
	D_FF d3_2 (clk, decOut[3], rPin[2], d3Out[2]);
	D_FF d3_3 (clk, decOut[3], rPin[3], d3Out[3]);
	D_FF d3_4 (clk, decOut[3], rPin[4], d3Out[4]);
	D_FF d3_5 (clk, decOut[3], rPin[5], d3Out[5]);
	D_FF d3_6 (clk, decOut[3], rPin[6], d3Out[6]);
	D_FF d3_7 (clk, decOut[3], rPin[7], d3Out[7]);
	D_FF d4_0 (clk, decOut[4], rPin[0], d4Out[0]);
	D_FF d4_1 (clk, decOut[4], rPin[1], d4Out[1]);
	D_FF d4_2 (clk, decOut[4], rPin[2], d4Out[2]);
	D_FF d4_3 (clk, decOut[4], rPin[3], d4Out[3]);
	D_FF d4_4 (clk, decOut[4], rPin[4], d4Out[4]);
	D_FF d4_5 (clk, decOut[4], rPin[5], d4Out[5]);
	D_FF d4_6 (clk, decOut[4], rPin[6], d4Out[6]);
	D_FF d4_7 (clk, decOut[4], rPin[7], d4Out[7]);	
	D_FF d5_0 (clk, decOut[5], rPin[0], d5Out[0]);
	D_FF d5_1 (clk, decOut[5], rPin[1], d5Out[1]);
	D_FF d5_2 (clk, decOut[5], rPin[2], d5Out[2]);
	D_FF d5_3 (clk, decOut[5], rPin[3], d5Out[3]);
	D_FF d5_4 (clk, decOut[5], rPin[4], d5Out[4]);
	D_FF d5_5 (clk, decOut[5], rPin[5], d5Out[5]);
	D_FF d5_6 (clk, decOut[5], rPin[6], d5Out[6]);
	D_FF d5_7 (clk, decOut[5], rPin[7], d5Out[7]);
	D_FF d6_0 (clk, decOut[6], rPin[0], d6Out[0]);
	D_FF d6_1 (clk, decOut[6], rPin[1], d6Out[1]);
	D_FF d6_2 (clk, decOut[6], rPin[2], d6Out[2]);
	D_FF d6_3 (clk, decOut[6], rPin[3], d6Out[3]);
	D_FF d6_4 (clk, decOut[6], rPin[4], d6Out[4]);
	D_FF d6_5 (clk, decOut[6], rPin[5], d6Out[5]);
	D_FF d6_6 (clk, decOut[6], rPin[6], d6Out[6]);
	D_FF d6_7 (clk, decOut[6], rPin[7], d6Out[7]);		
	D_FF d7_0 (clk, decOut[7], rPin[0], d7Out[0]);
	D_FF d7_1 (clk, decOut[7], rPin[1], d7Out[1]);
	D_FF d7_2 (clk, decOut[7], rPin[2], d7Out[2]);
	D_FF d7_3 (clk, decOut[7], rPin[3], d7Out[3]);
	D_FF d7_4 (clk, decOut[7], rPin[4], d7Out[4]);
	D_FF d7_5 (clk, decOut[7], rPin[5], d7Out[5]);
	D_FF d7_6 (clk, decOut[7], rPin[6], d7Out[6]);
	D_FF d7_7 (clk, decOut[7], rPin[7], d7Out[7]);
	assign NxNOut[0]=d0Out[0]|d0Out[1]|d0Out[2]|d0Out[3]|d0Out[4]|d0Out[5]|d0Out[6]|d0Out[7];
	assign NxNOut[1]=d1Out[0]|d1Out[1]|d1Out[2]|d1Out[3]|d1Out[4]|d1Out[5]|d1Out[6]|d1Out[7];
	assign NxNOut[2]=d2Out[0]|d2Out[1]|d2Out[2]|d2Out[3]|d2Out[4]|d2Out[5]|d2Out[6]|d2Out[7];
	assign NxNOut[3]=d3Out[0]|d3Out[1]|d3Out[2]|d3Out[3]|d3Out[4]|d3Out[5]|d3Out[6]|d3Out[7];
	assign NxNOut[4]=d4Out[0]|d4Out[1]|d4Out[2]|d4Out[3]|d4Out[4]|d4Out[5]|d4Out[6]|d4Out[7];
	assign NxNOut[5]=d5Out[0]|d5Out[1]|d5Out[2]|d5Out[3]|d5Out[4]|d5Out[5]|d5Out[6]|d5Out[7];
	assign NxNOut[6]=d6Out[0]|d6Out[1]|d6Out[2]|d6Out[3]|d6Out[4]|d6Out[5]|d6Out[6]|d6Out[7];
	assign NxNOut[7]=d7Out[0]|d7Out[1]|d7Out[2]|d7Out[3]|d7Out[4]|d7Out[5]|d7Out[6]|d7Out[7];
endmodule
module priority_Encoder(input [7:0] NxNOut, output reg [2:0] LRUWay); 
  always@(NxNOut)
  begin
    if(NxNOut[0] == 1'b0)
      LRUWay = 3'b000;
    else if(NxNOut[1] == 1'b0)
      LRUWay = 3'b001;
    else if(NxNOut[2] ==1'b0)
      LRUWay = 3'b010;
    else if(NxNOut[3] == 1'b0)
      LRUWay = 3'b011;
    else if(NxNOut[4] == 1'b0)
      LRUWay = 3'b100;
    else if(NxNOut[5] == 1'b0)
      LRUWay = 3'b101;
    else if(NxNOut[6] == 1'b0)
      LRUWay = 3'b110;
    else if(NxNOut[7] == 1'b0)
      LRUWay = 3'b111;
  end
endmodule
module mux(input [2:0] LineIndex, input [2:0] LRUWay, input Hit, output reg [2:0] muxOut);
  always@(LineIndex or LRUWay or Hit)
  begin
    case(Hit)
      1'b0 : muxOut = LRUWay;
      1'b1 : muxOut = LineIndex;
    endcase
  end
endmodule
module decoder_3to8(input [2:0] muxOut, output reg [7:0] decOut);
  always@(muxOut)
  begin
    case(muxOut)
      3'b000 : decOut = 8'b00000001;
      3'b001 : decOut = 8'b00000010;
      3'b010 : decOut = 8'b00000100;
      3'b011 : decOut = 8'b00001000;
      3'b100 : decOut = 8'b00010000;
      3'b101 : decOut = 8'b00100000;
      3'b110 : decOut = 8'b01000000;
      3'b111 : decOut = 8'b10000000;
    endcase
  end
endmodule
module LRU_Square(input [2:0] LineIndex, input clk, input reset, input Hit, output reg [2:0] LRUWay);
  wire[2:0] muxOut;
  wire[7:0] decOut, NxNOut;
  mux R1(LineIndex, LRUWay, Hit, muxOut);
  decoder_3to8 R2(muxOut, decOut);
  NxN_DFFs R3(clk, reset, decOut, NxNOut);
  priority_Encoder R4(NxNOut, LRUWay);
endmodule
--- run.sh ---
#!/bin/bash
# OpenROAD 26Q1-2900-gdf79404cd8, Yosys 0.63+post, stock flow scripts
make -C /OpenROAD-flow-scripts/flow DESIGN_CONFIG=/design/flow/config.mk WORK_HOME=/design/flow/orfs finish
==> out/metrics.csv <==
metric,value,unit
status,finished with violations,
violations,negative setup slack,
power.leakage,1.51,nW
layout_top_cells,"inv_1, dfxtp_1, o21a_1",
cts_hold_buf,0,
tool_warnings,92,
yosys_area,2330,um2
r2r_cells,1,
dp_hpwl,3360,um
worstSetupPathType,input pin to register,
grt_start_max_net_pins,12,
ys_warn_count,4,
r2r_end,R3.d2_0.Q,
die_area,8120,um2
relSlewSlack,70.8,%
n_fill_cell,701,
syn_area_per_cell,11.7,um2
synth-seq-cells,67,
viasPerCell,4.53,
core_area,7370,um2
crit_arrival,1.38,ns
min_to,R3.d5_6.Q,
start_kind,input pin,
h-tree-depth,3,
synth_cells,199,
drt_wl_total,5070,um
cp.required,1.12,ns
ir_drop,0.000368,V
gr-usage-all-layers,13.4,%
gr-total-overflow,0,
die-width,90.1,um
clock_latency,0.38,ns
untimed_endpoints,6,
core.rowCount,31,
worst_slack,-0.260,ns
yosysCellCount,199,
drive_gt1_share,22.3,%
tightest_slew,0.435,ns
holdWs,0.451,ns
yosysUniqueCellTypes,23,
largest_reg_flops,3,
min_from,R3.d5_6.Q,
total_power,3.60,mW
cts_made_buffers,9,
ant_nets,0,
cap_viol_max_count,0,
maxSlewViolCount,0,
hold_path_depth,1,
cts_tree,yes,
min_path_type,register to register,
grt_antenna_before_repair,0,
synth_area,2330,um2
diodes,0,
unclocked_regs,3,
skew,0,ns
setup_viol,64,
path_max_fanout,8,
ctsLongestPathBuffers,2,
vias,1848,
clk_pin_slew,0.03,ns
grt_pass1_wl,8250,um
first_pass_iters,4,
fp_util,31.6,%
hold_viol,0,
drt_iter0_markers,56,
grt_pass1_vias,1863,
r2r_start,R3.d2_0.Q,
die.size.y,90.1,um
cts-root-buf,clkbuf_8,
p_per_area,1120,nW/um2
grt_setup_unrepaired,yes,
place.gp.congestion,0.776,
endpoint_kind,register,
routedWlPerCell,12.4,um
ios,9,
port_buffers,8,
syn_to_final_growth,38.4,%
drc,0,
r2r_slack,1.10,ns
lay_top_count,inv_1,
[worst max-delay path by stage]
stage	depth (start not counted)	from	slack, ns	endpoint
CTS	6	Hit	-0.27	R3.d4_4.Q
global route	6	Hit	-0.28	R3.d5_5.Q
finish	6	Hit	-0.26	R3.d4_4.Q
[synth_stat cells]
cell type | instances | area share [%]
nor2_2 | 3 | 0.81
or4_1 | 2 | 0.64
mux2i_4 | 1 | 0.97
and2_1 | 9 | 2.4
o21a_1 | 56 | 18
a31oi_1 | 2 | 0.54
nor4_1 | 15 | 4.0
nor2_1 | 2 | 0.32
inv_1 | 1 | 0.16
nor2_4 | 5 | 2.4
nand3b_1 | 3 | 0.97
nand3_1 | 1 | 0.21
dfxtp_1 | 64 | 55
dlxtn_1 | 3 | 1.9
mux2_4 | 1 | 0.64
nand2_1 | 14 | 2.3
or3_4 | 1 | 0.48
o21ai_0 | 3 | 0.64
or3b_4 | 3 | 1.4
a21oi_4 | 7 | 4.9
a21oi_2 | 1 | 0.38
buf_6 | 1 | 0.48
buf_4 | 1 | 0.32
[metrics by stage]
step	setup TNS, ns	instance area (um2)	std cells	setup slack (ns)	util (%)
2_1_floorplan	-32.96	2360	199	-0.578	-
3_3_place_gp	-68.72	2750	325	-1.13	37.2
3_5_place_dp	-69.76	2750	325	-1.14	37.2
4_1_cts	-13.76	3160	404	-0.267	42.9
5_1_grt	-14.85	3220	408	-0.277	43.8
6_report	-13.60	3220	408	-0.260	43.8
[worst max-delay path: stages]
cell and delay, ns:
buf_8 0.11, buf_6 0.11, or3_4 0.37, a21oi_4 0.18
nor2_4 0.10, and2_4 0.16
[kinds of logic after synthesis]
kind of cell / synth area share [%]
latches: 1.93
mux: 1.61
buf+inv: 0.967
flops: 55.0
compound gates: 24.5
simple gates: 16.0
[where the power goes]
group          internal [mW]  switching (mW)  total, mW
clock                  0.721           0.939       1.66
sequential              1.58          0.0297       1.61
combinational          0.160           0.172      0.332
[layer usage]
metal | routed length [um] | vias to the layer above | share of wire, % | global-route usage (%)
met4 | 126 | 0 | 2.5 | 6.05
met2 | 2340 | 29 | 46 | 20.1
met1 | 2400 | 871 | 47 | 17.3
li1 | - | 939 | - | -
met5 | 0 | - | 0 | 0
met3 | 208 | 9 | 4.1 | 5.33
[cell type report]
cell class | count | area (um2) | share of cell area (%)
Sequential cell | 67 | 1330 | 41.1
Timing Repair Buffer | 33 | 350 | 10.9
Tap cell | 99 | 124 | 3.84
Clock buffer | 9 | 124 | 3.84
Clock inverter | 71 | 287 | 8.89
Multi-Input combinational cell | 129 | 1010 | 31.4
[repair_timing]
action                                  4_1_cts  5_1_grt
endpoints found under the setup margin       64       64
gates resized                                27        9
pin swaps                                    11        5
buffers inserted                              2        4
Power is estimated from default activity; no workload was simulated.
